[flow/config.mk]
export PLATFORM = sky130hd
export DESIGN_NAME = ALU
export DESIGN_NICKNAME = ALU
export VERILOG_FILES = /design/flow/design.v
export SDC_FILE = /design/flow/constraint.sdc
export NUM_CORES = 4
export LEC_CHECK = 1
export CORE_UTILIZATION = 30
[flow/constraint.sdc]
current_design ALU

set clk_period 4.0
set clk_io_pct 0.2

create_clock -name clk0 -period $clk_period

set non_clock_inputs [all_inputs -no_clocks]
set_input_delay [expr $clk_period * $clk_io_pct] -clock clk0 $non_clock_inputs
set_output_delay [expr $clk_period * $clk_io_pct] -clock clk0 [all_outputs]
[flow/design.v]
module ALU(
  output reg[31:0] alu_result,
  output wire eq,
  input wire[31:0] a,
  input wire[31:0] b,
  input wire[3:0] alu_op
);
reg[32:0] val;
always @(a or b or alu_op) begin
  case (alu_op)
    4'b0000: alu_result = a + b;     
    4'b0001: alu_result = a - b;     
    4'b0010: alu_result = a & b;     
    4'b0011: alu_result = a | b;     
    4'b0100: alu_result = a ^ b;     
    4'b0101: alu_result = !(a | b);  
    4'b0110: begin                           
      val = {a[31], a} - {b[31], b}; 
      alu_result = 32'd0 | val[32];
    end
    4'b0111: alu_result = b << a;    
    4'b1000: alu_result = b >> a;    
    4'b1001: alu_result = b >>> a;   
    4'b1010: alu_result = b << 16;   
    4'b1111:;
  endcase
end
assign eq = (a == b ? 1 : 0);
endmodule
[flow/run.sh]
#!/bin/bash
# OpenROAD 26Q1-2900-gdf79404cd8, Yosys 0.63+post, stock flow scripts
make -C /OpenROAD-flow-scripts/flow DESIGN_CONFIG=/design/flow/config.mk WORK_HOME=/design/flow/orfs finish
==> reports/qor.txt <==
EDFF count, synth - 0
Drt pass-1 iters - 8
#FFs+latches synth - 32
Top cells by area - ha_1, mux4_2, dlxtn_1, o21ai_0, a21oi_1
Syn. warnings - 1
Clock period minus worst slack - 3.93 ns
Layout area overhead - 20.8%
Layout cell share with drive strength beyond 1 - 14.6%
Distinct lib cells used - 74
WP data arrival - 3.13 ns
Leak - 0.00470 uW
Port Buffers - 101
Vias per cell - 6.17
Largest register FFs - 32
Top cells by count - ha_1, nand2_1, o21ai_0
DR WL/cell - 25.9 um
Final Hold Fails - 0
Syn Inst Count - 1,255
Area leader share - 17.1%
CP Class - in2out
Die Area - 31,600 sq um
Worst Hold Slack - 2.80 ns
Residual DRC - 0
Slew margin rel. - 36.9%
Power density cells - 125 nW/um^2
Commonest flop - dlxtn_1
First-pass GRT wire length - 67,200 um
Register pins left without a clock - 32
Post-CTS setup buffers - 0
Die W - 178 um
Final core utilization - 37.3%
Setup_tns - 0 ns
Max Fclk - 254 MHz
Fp_density - 30.9%
Yosys Chip Area - 9270 sq um
Worst Setup Start Kind - input port
GRT overflow - 0
OpenROAD warning count - 96
ANT nets after route - 0
Largest net degree at the start of global routing - 63
Async S/R FF share, synth - 0%
Cell Area, Synth - 9270 sq um
Worst EP required - 3.20 ns
Maxcap violations - 0
CP endpoint kind - output pin
Final Slew Violations - 0
Min-delay worst type - in2out
Endpoints left unconstrained - 64
Number of antenna violations at the first check in global routing - 0
Vias in the first global route - 10,300
GRT Util Overall - 29.3%
Outcome - complete, no violations
DRT Wirelength - 45,500 um
First DRT Iteration DRCs - 1,270
Site row count - 63
# diodes - 0
Num ports - 101
Final period util - 98.3%
# Cells Yosys - 1,255
HPWL after DPL - 35,200 um
Average cell area after synthesis - 7.39 sq um
Cell with the most instances after synthesis - ha_1
Via count - 10,800
Cell taking the most area after synthesis - ha_1
Critical-path maximum fanout - 2
Max IR drop VDD - 0.0000579 V
Measured slew at the worst slew-check pin - 0.937 ns
Core ar. - 30,000 sq um
# setup viols final - 0
RePlAce Congestion - 1.03
Chip height - 178 um
area by class of cell:
| cell class | instances | area, sq um |
|---|---|---|
| multi-input combinational | 1037 | 8070 |
| inverter | 81 | 304 |
| sequential | 32 | 480 |
| fill | 3120 | 18800 |
| tap | 390 | 488 |
| timing repair buffer | 215 | 1850 |
timing repair:
item,in CTS,in global routing
resized,3,4
hold buffers,0,0
setup endpoints to repair,1,1
pin swaps,2,0
where the power goes:
group | leakage, uW | switching (uW) | total, uW | internal, uW
combinational | 0.00444 | 791 | 1350 | 560
sequential | 0.000254 | 5.55 | 51.7 | 46.1
clock | 0 | 0 | 0 | 0
total | 0.00470 | 797 | 1400 | 607
routing by layer:
| metal | vias up | global-route usage (%) | wire (um) |
|---|---|---|---|
| met3 | 129 | 8.33 | 4890 |
| met5 | - | 0 | 0 |
| met1 | 5120 | 40.8 | 19300 |
| li1 | 4888 | - | - |
| met4 | 0 | 10.6 | 2060 |
| met2 | 684 | 43.1 | 19300 |
placed cells by master, fill, tap and decap left out, types with 32 or more instances in the layout:
master	Yosys	routed
mux4_2	43	43
clkdlybuf4s50_1	0	96
inv_1	78	78
nand2_1	112	112
nor3_1	45	42
o21ai_0	93	93
mux2i_1	40	40
a21oi_1	89	89
ha_1	127	127
buf_4	5	116
nor2_1	92	91
dlxtn_1	32	32
xnor2_1	45	45
critical path, cell delays in order:
cell and delay, ns:
clkdlybuf4s50_1 0.48, inv_1 0.08, ha_1 0.33, nor4_4 0.31, and3_4 0.25, nand3_2 0.10, and4b_1 0.31, clkdlybuf4s50_1 0.47
metrics by stage:
stage,cell area [sq um],power (uW),worst slack (ns),cells
after floorplan,9270,830,0.790,1255
after global placement,11200,1360,-0.193,1755
after detailed placement,11200,1350,-0.136,1755
after CTS,11200,1370,0.0140,1755
after global routing,11200,1490,-0.00623,1755
final,11200,1400,0.0686,1755
final timing paths:
kind	cells after the start	startpoint	end
worst min-delay path	7	a[2]	eq
worst max-delay path	8	b[25]	eq
cell families (layout without fill, tap and decap cells):
logic type | after synthesis | in the layout | synth area share, %
XOR/XNOR | 55 | 55 | 5.20
AND/OR/NAND/NOR | 377 | 377 | 19.7
multiplexers | 104 | 104 | 18.1
buffers and inverters | 186 | 296 | 8.31
AND-OR/OR-AND | 373 | 373 | 26.2
latches | 32 | 32 | 5.18
adder cells (fa/ha/maj) | 128 | 128 | 17.4
Power is estimated from default activity; no workload was simulated.
