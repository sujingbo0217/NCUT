File: /design/flow/design.v
module Extend #(
  parameter in_width = 16,
  parameter out_width = 32
) (
  output wire[out_width-1:0] result,
  input wire[in_width-1:0] in,
  input wire sign_ext
);
reg [out_width-in_width-1:0] ext_bit;  
always @(in or sign_ext) begin
  if (sign_ext) begin
    if (in[in_width - 1]) ext_bit = 32'd0 - 1;  
    else ext_bit = 0;  
  end
  else ext_bit = 0;  
end
assign result = {ext_bit, in};
endmodule
module PC (
  output reg[31:0] next,
  input wire[31:0] current,
  input wire clk,
  input wire rst
);
always @(posedge clk or negedge rst) begin
  if (!rst) next = 0;
  else if (clk) next = current;
end
endmodule
module NEXT (
  output reg[31:0] next,
  input wire[31:0] pc,
  input wire[15:0] imm_i_16,   
  input wire[25:0] imm_r_26,   
  input wire[31:0] rs,         
  input wire[1:0] next_op
);
wire[31:0] ex_imm16, ex_imm26;
Extend #(.in_width(16)) Extend_0 (
  .in(imm_i_16),
  .sign_ext(imm_i_16[15]),
  .result(ex_imm16)
);
Extend #(.in_width(26)) Extend_1 (
  .in(imm_r_26),
  .sign_ext(imm_r_26[25]),
  .result(ex_imm26)
);
always @(pc or imm_i_16 or imm_r_26 or rs or next_op) begin
  case (next_op)
    2'b00: next = pc + 4;  
    2'b01: next = pc + 4 + (ex_imm16 << 2);  
    2'b10: next = ex_imm26 << 2;   
    2'b11: next = rs;  
    default: ;
  endcase
end
endmodule
File: /design/flow/run.sh
#!/bin/bash
# OpenROAD 26Q1-2900-gdf79404cd8, Yosys 0.63+post, stock flow scripts
make -C /OpenROAD-flow-scripts/flow DESIGN_CONFIG=/design/flow/config.mk WORK_HOME=/design/flow/orfs finish
File: /design/flow/config.mk
export PLATFORM = sky130hd
export DESIGN_NAME = NEXT
export DESIGN_NICKNAME = NEXT
export VERILOG_FILES = /design/flow/design.v
export SDC_FILE = /design/flow/constraint.sdc
export NUM_CORES = 4
export LEC_CHECK = 1
export CORE_UTILIZATION = 30
File: /design/flow/constraint.sdc
current_design NEXT

set clk_period 15.0
set clk_io_pct 0.2

create_clock -name clk0 -period $clk_period

set non_clock_inputs [all_inputs -no_clocks]
set_input_delay [expr $clk_period * $clk_io_pct] -clock clk0 $non_clock_inputs
set_output_delay [expr $clk_period * $clk_io_pct] -clock clk0 [all_outputs]
==> ci_impl_report.md <==
### Yosys + OpenROAD results

| Metric | Value |
|---|---|
| Crit path max fanout | 6 |
| Hold Crit Class | primary input to output port |
| Final Cycle Share | 70.92% |
| FP Util | 31.01% |
| Grt peak-use layer | met2 |
| Met3 Usage GRT | 1.144% |
| Synth top area cells | mux4_2 (20%), ha_1 (15%), xnor2_1 (12%), o21ai_0 (4.9%), xor2_1 (4.9%) |
| Initial DRC Count | just over 80 |
| Overflow after GRT | 0 |
| Synth cell count leaders | xnor2_1 (39), ha_1 (34), nand2_1 (33) |
| Post-cts sizing count | 0 |
| Yosys stat cell total | approximately 360 |
| OpenROAD warning count | 36 |
| Hold Buf Count CTS | 0 |
| Row count | 35 |
| Hpwl dp | slightly below 8000 um |
| Vias in the first global route | between 3000 and 4000 |
| Cell taking the most area after synthesis | mux4_2 |
| Status | finished clean |
| Via density | 5.165 |
| Final Hold Fails | 0 |
| Die area | 0.009946 sq mm |
| RSZ-0062 raised after global routing | no |
| CP Data Required Time | 12.00 ns |
| Crit path capture | next[31] |
| Worst setup EP type | output port |
| Maxcap violations | 0 |
| Wire per inst | 14.78 um |
| # setup viols final | 0 |
| Mean post-synth cell area | 7.959 sq um |
| LEAKAGE | 0.001679 uW |
| WP data arrival | 7.64 ns |
| Flip-flops | 0 |
| Power Dens Cells | 36.41 mW/mm^2 |
| Syn-to-layout area delta | 53.58% |
| Grt met1 use | between 20% and 30% |
| Crit path launch | pc[2] |
| Dpl cells | 620 |
| Hold Path Origin | pc[0] |
| Yosys Chip Area | 0.002865 sq mm |
| Final Max Slew Viols | 0 |
| Antenna Violating Nets Remaining | 0 |
| Gate Area | 0.002753 sq mm |
| I/O pin cnt | 140 |
| Clock buffer cells | 0 |
| Tot GR Track Use | 18.72% |
| Post-Synthesis Cells | 360 |
| Number of port buffers | approximately 140 |
| Count leader, synth | xnor2_1 |
| Synth Warn # | 3 |
| Synth Cell Area | roughly 0.0029 sq mm |
| Post-synth cell types | 50 |
| First-pass GRT wire length | 14960 um |
| Setup TNS Final | 0 ns |
| Worst Setup Path Type | primary input to output port |
| Total number of vias | 3202 |
| Die H | 99.73 um |
| Post-CTS Setup Bufs | 0 |
| # fillers | 888 |
| Crit path launch type | primary input |
| Register area | 0 sq um |
| Initial antenna violation count | 0 |
| Die X | 99.73 um |
| GPL Wtd Cong | 0.8731 |
| Global Route met2 Usage | 30.66% |
| Minimum clock period | 10.64 ns |
| Layout cells sized above 1 | 7.739% |
| Rel. slew slack | 57.11% |
| Register share after synthesis | 0% |
| Core box area | 0.009240 sq mm |
| ANT cells | 0 |
| VDD IR max | 0.01547 mV |
| DRT Pass-1 Iters | 4 |
| Largest net degree at the start of global routing | 37 |
| FMAX | 94.00 MHz |
| Routed WL | roughly 9000 um |
| Worst Max-Slew Pin Slew | roughly 0.64 ns |
| Post-Layout Cell Count | 620 |
| Area leader share | 19.65% |
| DRC Markers | 0 |
[worst max-delay path: stages]
cell and delay [ns]:
clkdlybuf4s50_1 0.58, ha_1 0.29, nand4_1 0.29, nor3_1 0.62, nand2_1 0.16, nor2_1 0.15
xor2_1 0.21, ha_1 0.34, a21o_1 0.21, a21oi_1 0.17, o21ai_0 0.09, a21o_1 0.19
a21o_1 0.17, a21oi_1 0.20, a211oi_1 0.10, a2111oi_0 0.26, o21ai_0 0.17, clkdlybuf4s50_1 0.44
[through the flow]
step / worst slack, ns / area, sq um / util [%] / hold WS [ns] / total power, uW
5_1_grt: 3.853 / 4400 / 47.62 / 6.925 / 176.4
3_5_place_dp: 4.390 / 4400 / 47.62 / 6.891 / 159.7
3_3_place_gp: 4.501 / 4400 / 47.62 / 6.892 / 160.1
6_report: 4.361 / 4400 / 47.62 / 6.889 / 160.2
2_1_floorplan: 6.013 / 2865 / - / 6.052 / 86.44
4_1_cts: 4.389 / 4400 / 47.62 / 6.891 / 161.0
[worst min-delay path by stage]
stage / end / slack (ns) / cells past startpoint
4_1_cts: next[0] / 6.89 / 4
5_1_grt: next[1] / 6.93 / 4
6_report: next[0] / 6.89 / 4
[power breakdown]
| part | switching (uW) | total, uW | internal, uW |
|---|---|---|---|
| Combinational | 65.3 | 160 | 94.9 |
| Sequential | 0 | 0 | 0 |
| Clock | 0 | 0 | 0 |
| Total | 65.3 | 160 | 94.9 |
[logic make-up (layout without fill, tap and decap cells)]
family | count (synthesis) | count (layout) | synth area share (%)
XOR/XNOR | 55 | 55 | 16.81
AND/OR/NAND/NOR | 117 | 117 | 20.48
AND-OR/OR-AND | 97 | 97 | 23.23
buffers and inverters | 30 | 161 | 3.930
multiplexers | 26 | 26 | 20.00
adder cells (fa/ha/maj) | 35 | 35 | 15.55
[cells in the final DEF, fill, tap and decap left out, drive strengths merged, types with 2 or more instances in the layout]
cell type / instances
clkdlybuf4s50: 139
xnor2: 39
ha: 34
nand2: 33
o21ai: 29
a21oi: 29
mux4: 25
nor2: 21
inv: 18
xor2: 16
nand3: 16
nand4: 13
a21o: 9
nor3: 8
nand2b: 6
and4: 5
and3: 4
o21bai: 4
buf: 4
or3: 3
and2: 3
a211oi: 3
o31ai: 3
a21boi: 2
o21a: 2
a221oi: 2
[layer usage]
metal / vias up / wire [um]
li1: 1630 / -
met1: 1449 / 4544
met2: 121 / 4042
met3: 2 / 553
met4: 0 / 21
met5: - / 0
[cell type report]
| type | count | area share [%] |
|---|---|---|
| Multi-Input combinational cell | 330 | 62.55 |
| Inverter | 18 | 1.535 |
| Timing Repair Buffer | 143 | 32.24 |
| Tap cell | 129 | 3.668 |
Power is estimated from default activity; no workload was simulated.
