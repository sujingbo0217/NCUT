`run.sh`:
```
#!/bin/bash
# OpenROAD 26Q1-2900-gdf79404cd8, Yosys 0.63+post, stock flow scripts
make -C /OpenROAD-flow-scripts/flow DESIGN_CONFIG=/design/flow/config.mk WORK_HOME=/design/flow/orfs finish
```
`config.mk`:
```
export PLATFORM = sky130hd
export DESIGN_NAME = Regs
export DESIGN_NICKNAME = Regs
export VERILOG_FILES = /design/flow/design.v
export SDC_FILE = /design/flow/constraint.sdc
export NUM_CORES = 4
export LEC_CHECK = 1
export CORE_UTILIZATION = 40
```
`constraint.sdc`:
```
current_design Regs

set clk_period 8.4
set clk_io_pct 0.2

create_clock -name clk0 -period $clk_period [get_ports {clk}]

set non_clock_inputs [all_inputs -no_clocks]
set_input_delay [expr $clk_period * $clk_io_pct] -clock clk0 $non_clock_inputs
set_output_delay [expr $clk_period * $clk_io_pct] -clock clk0 [all_outputs]
```
`design.v`:
```
module Regs(
  output wire[31:0] reg_1,
  output wire[31:0] reg_2,
  output wire[31:0] res,
  input wire[4:0] reg_1_sel,
  input wire[4:0] reg_2_sel,
  input wire en,
  input wire[4:0] write_sel,
  input wire[31:0] write_data,
  input wire clk
);
reg[31:0] regs[0:31];  
assign reg_1 = regs[reg_1_sel];
assign reg_2 = regs[reg_2_sel];
assign res = regs[3];
integer i;
initial begin
  for(i = 0; i < 32; i = i + 1) begin
    regs[i] = i;
  end
end
always @(negedge clk) begin
  if (en) regs[write_sel] <= write_data;
end
endmodule
```
==> flow_summary.json <==
{
  "outcome": "finished, final reports clean",
  "share_of_final_layout_standard_cells_stronger_than_drive_strength_1_pct": 10.52,
  "htreeDepth": 3,
  "yosys.cell_types.count": 24,
  "initCoreUtil_pct": 40.49,
  "timing_max_transition_violations_final": 0,
  "hold_path_class": "in -> out",
  "stdcell_area_um2": 61360,
  "mean_instance_size_in_the_synthesized_netlist_um2": 14.40,
  "tritoncts_buffers": 114,
  "worstMarginPinSlew_ns": 0.8217,
  "worstPathMaxFanout": 3,
  "ant_nets": 0,
  "routed_wire_length_per_instance_um": 24.50,
  "cts_root_buffer": "sky130_fd_sc_hd__clkbuf_16",
  "place_hpwl_um": 86550,
  "post-route-drc-count": 0,
  "synth-warning-count": 1,
  "place.gp.congestion": 0.9028,
  "tritoncts": "done",
  "buffer_ports.inserted": 144,
  "top_signal_layer_used": "met5",
  "setup.worst_path.start_class": "register",
  "dp.cells": 5036,
  "reg.largest.list": "regs x1024",
  "ys_seq_share_pct": 63.05,
  "synth.yosys.chip_area_um2": 48770,
  "rsz0062_at_grt": "true",
  "power.density_nw_per_um2": 227.1,
  "report.power.total_mw": 13.93,
  "area.growth.synth_to_final_pct": 25.83,
  "slew_headroom_pct": 45.22,
  "route.vias.total": 34370,
  "globalRouteOverflowTotal": 0,
  "cts.sinks": 1024,
  "setup.worst_path.class": "reg -> out",
  "synth_flops": 1024,
  "die_width_um": 351.2,
  "syn_area_um2": 48770,
  "detailroute.wirelength.met3_um": 22100,
  "grt_antenna_before_repair": 5,
  "drt-pass1-iter-count": 5,
  "grt_util_all_layers_pct": 26.98,
  "crit_arrival_ns": 6.64,
  "die.size.y_um": 351.2,
  "final_cell_count_no_fill": 6281,
  "log.warning_count": 1029,
  "setup_violations": 0,
  "grt_start_max_net_pins": 96,
  "largest-register": "regs",
  "post-route-util_pct": 50.94,
  "synthesis.instances": 3387,
  "wl_met2_um": 70750,
  "required_ns": 6.72,
  "cts.path.max_buffers": 3,
  "total_wirelength_of_the_detailed_routed_design_um": 153900,
  "core_area_um2": 120400,
  "largest_register_ffs": 1024,
  "grt_pass1_wl_um": 223400,
  "chip_area_um2": 123300,
  "capturing_instance_or_port_of_the_critical_path": "reg_1[31]",
  "io-pin-count": 145,
  "irDropWorstVdd_uv": 175.2,
  "setup.worst_path.end_class": "output pin",
  "leakage_power_nw": 26.64,
  "vias_in_the_first_global_route": 37560,
  "max_cap_viol": 0,
  "antenna_cells": 0,
  "avgViaCountPerCell": 5.472,
  "cts.reportedPaths.clkPinSlew_ns": 0.05,
  "cp-startpoint": "regs[3][31]$_DFFE_NP_",
  "final-hold-violation-count": 0,
  "fin_setup_tns_ns": 0,
  "drt_first_iter_violations": 2118,
  "placed_area_um2": 52730,
  "yosys-stat-cells": 3387,
  "floorplan.rows": 127,
  "met1_length_um": 57570
}
## report_power, final
part           switching (mW)  internal (mW)
registers              0.0253           5.73
logic                   0.686          0.420
clock network            3.24           3.82
## through the flow
| step | hold slack (ns) | setup slack, ns |
|---|---|---|
| floorplan | 3.621 | 0.08638 |
| global placement | 4.727 | 0.2835 |
| detailed placement | 4.730 | 0.2910 |
| CTS | 4.662 | -0.02029 |
| global route | 4.370 | -0.006975 |
| finish | 4.288 | 0.08285 |
## Yosys cell counts
master	number	share of area [%]
sky130_fd_sc_hd__nand2_1	195	1.5
sky130_fd_sc_hd__nor2_1	35	0.27
sky130_fd_sc_hd__edfxtp_1	1024	63
sky130_fd_sc_hd__a21oi_1	192	2.0
sky130_fd_sc_hd__buf_1	6	0.046
sky130_fd_sc_hd__and2_1	2	0.026
sky130_fd_sc_hd__buf_2	76	0.78
sky130_fd_sc_hd__mux2i_1	1024	21
sky130_fd_sc_hd__buf_6	37	0.85
sky130_fd_sc_hd__or2_2	2	0.026
sky130_fd_sc_hd__clkbuf_1	76	0.58
sky130_fd_sc_hd__nand3b_1	5	0.077
sky130_fd_sc_hd__nor2b_1	4	0.051
sky130_fd_sc_hd__a31oi_1	64	0.82
sky130_fd_sc_hd__buf_4	54	0.83
sky130_fd_sc_hd__or3_1	1	0.013
sky130_fd_sc_hd__a22o_1	128	2.3
sky130_fd_sc_hd__inv_1	1	0.0077
sky130_fd_sc_hd__or3b_2	3	0.054
sky130_fd_sc_hd__nand3_1	194	2.0
sky130_fd_sc_hd__clkbuf_4	4	0.062
sky130_fd_sc_hd__nand2b_1	4	0.051
sky130_fd_sc_hd__a22oi_1	192	3.0
sky130_fd_sc_hd__nor3_1	64	0.66
## placed cells by master (no fill, tap or decap), drive strengths merged
cell type	n
inv	1063
mux2i	1024
edfxtp	1024
nand2	195
nand3	194
a22oi	192
a21oi	192
buf	161
a22o	128
clkdlybuf4s50	122
clkbuf	116
a31oi	64
nor3	64
nor2	35
clkinvlp	26
bufinv	22
dlymetal6s2s	19
clkinv	6
nand3b	5
nor2b	4
nand2b	4
or3b	3
and2	2
or2	2
or3	1
dlygate4sd2	1
## critical path, cell delays in order, from the launching register on
cell and delay (ns):
sky130_fd_sc_hd__edfxtp_1 0.44, sky130_fd_sc_hd__mux2i_1 0.18, sky130_fd_sc_hd__a22o_1 0.17, sky130_fd_sc_hd__nor3_2 0.06, sky130_fd_sc_hd__a31oi_1 0.27, sky130_fd_sc_hd__nand3_1 0.16
sky130_fd_sc_hd__clkdlybuf4s50_1 0.46
## logic make-up after synthesis
family,Yosys count,share of synthesized area [%]
DFF,1024,63.05
buffers and inverters,254,3.166
and+or+nand+nor,509,4.716
muxes,1024,21.02
AOI/OAI and AO/OA,576,8.046
## area by class of cell
type,count,area (um2)
clock buffer,116,2903
clock inverter,1117,4901
fill,10050,59090
multi-input combinational,2109,17460
sequential,1024,30750
tap,1612,2017
timing repair buffer,303,3329
## repair_timing
item,in CTS,in global routing
endpoints found under the setup margin,40,51
setup buffers,4,9
pin swaps,3,32
hold buffers,0,0
resized,56,79
endpoints found under the hold margin,0,0
## how the worst min path moves through the flow
| stage | start | end | slack (ns) | cells after the start |
|---|---|---|---|---|
| 5_1_grt | reg_2_sel[1] | reg_2[3] | 4.37 | 6 |
| 4_1_cts | reg_2_sel[1] | reg_2[12] | 4.66 | 6 |
| 6_report | reg_2_sel[1] | reg_2[14] | 4.29 | 6 |
## routing by layer
metal | GRT usage, % | up-vias
met4 | 9.627 | 6
li1 | - | 15790
met3 | 19.22 | 229
met5 | 0 | -
met1 | 33.57 | 16570
met2 | 37.71 | 1781
